==> /design/flow/design.v <==
`timescale 1ns / 1ps
module ShiftRegister(
    input [31:0] dataIn, input clk,
    output reg [31:0] dataOut );
    always @(posedge clk) 
    begin
        dataOut = dataIn;
    end
endmodule
==> /design/flow/run.sh <==
#!/bin/bash
# OpenROAD 26Q1-2900-gdf79404cd8, Yosys 0.63+post, stock flow scripts
make -C /OpenROAD-flow-scripts/flow DESIGN_CONFIG=/design/flow/config.mk WORK_HOME=/design/flow/orfs finish
==> /design/flow/config.mk <==
export PLATFORM = sky130hd
export DESIGN_NAME = ShiftRegister
export DESIGN_NICKNAME = ShiftRegister
export VERILOG_FILES = /design/flow/design.v
export SDC_FILE = /design/flow/constraint.sdc
export NUM_CORES = 4
export LEC_CHECK = 1
export CORE_AREA = 10 10 80 80
export DIE_AREA = 0 0 90 90
==> /design/flow/constraint.sdc <==
current_design ShiftRegister

set clk_period 1.0
set clk_io_pct 0.2

create_clock -name clk0 -period $clk_period [get_ports {clk}]

set non_clock_inputs [all_inputs -no_clocks]
set_input_delay [expr $clk_period * $clk_io_pct] -clock clk0 $non_clock_inputs
set_output_delay [expr $clk_period * $clk_io_pct] -clock clk0 [all_outputs]
==> flow_metrics.py <==
# Physical implementation metrics
metrics = {
    "synth": {
        "synthTopCellsByArea": "dfxtp_1 (100%)",
        "ys_seq_frac": 1.000,
        "ys_async_sr_fraction": 0,
        "yosys_area_um2": 640.6,
        "synthDominantCellAreaShare": 1.000,
        "avgSynthCellArea_um2": 20.02,
        "common_cells": "dfxtp_1 (32)",
        "yosys_cells": 32,
        "syn_inst": 32,
        "edf_count": 0,
        "yosys.area.top_type": "dfxtp_1",
        "syn_area_um2": 640.6,
        "flop_cell": "dfxtp_1",
        "ys_types": 1,
        "top_cell": "dfxtp_1",
        "ys_ff": 32,
        "synth_warnings": 1,
    },
    "finish": {
        "drive_gt1_frac": 0.2885,
        "nFillCells": 481,
        "largest_reg_flops": 32,
        "final_util": 0.2972,
        "logic_gates": 0,
        "logic_area_um2": 0,
        "stdcell_count": 171,
        "area_delta_synth_final_pct": 119.1,
    },
    "die": {
        "die-area_um2": 8100,
        "die_y_um": 90,
        "io_pins": 65,
        "die_w_um": 90,
        "rows": 25,
        "core_um2": 4723,
        "fp_util": 0.1356,
    },
    "global_routing": {
        "antenna_found_initial": 0,
        "grt.total_usage": 0.04855,
        "grt_max_degree": 10,
        "grt_pass1_wl_mm": 3.015,
        "grt_overflow": 0,
        "grt_pass1_vias": 553,
    },
    "critical_path": {
        "worstPathArrival_ps": 750,
        "critPathMaxFanout": 1,
        "start_kind": "flop",
        "crit_chain": "clkdlybuf4s15_1",
        "cpLargestDelayFamily": "flip-flops",
        "cp-end-kind": "primary output",
        "cp_slowest_cell": "dfxtp_2",
        "crit_type": "reg -> out",
        "slowest_delay_ps": 310,
        "cp.required_ps": 800,
        "critPathBufInv": 1,
    },
    "route": {
        "insertedDiodeCount": 0,
        "num_vias": 495,
        "final_antenna_net_count": 0,
        "drt-pass1-iter-count": 2,
        "viasPerCell": 2.895,
        "drt_iter0_drc": 1,
        "drt-total-wl_mm": 2.038,
        "drcViolationCount": 0,
        "wire_per_inst_um": 11.92,
    },
    "run": {
        "drv_cap": 0,
        "log.warning_count": 25,
    },
    "clock_tree": {
        "cts-root-buf": "clkbuf_8",
        "clock-sinks": 32,
        "cts.clk_slew.worst_paths_ps": 60,
        "cts_tree": "yes",
        "cts_buffers": 5,
        "cts_max_path_buffers": 2,
        "post_cts_buffers": 0,
        "htree_levels": 2,
    },
    "timing": {
        "holdWs_ps": 359.2,
        "tightest_slew_ps": 61.28,
        "slew_headroom": 0.9591,
        "maxSlewViolCount": 0,
        "hold_viol": 0,
        "grt_setup_unrepaired": "false",
        "setup_violations": 0,
        "fin_crit_ps": 953.3,
        "setup-tns-final_ps": 0,
        "fin_ws_ps": 46.74,
        "clock.fmax_ghz": 1.049,
        "fin_crit_sh": 0.9533,
    },
    "pwr": {
        "combPwrFrac": 0.077,
        "switching_power_uw": 452.7,
        "pwr-share-clk": 0.384,
        "ir_drop_v": 0.0007292,
        "switching_share": 0.1790,
        "powerDensity_nw_per_um2": 1802,
        "p_leak_uw": 0.0005814,
        "internal_power_uw": 2077,
        "sequentialPowerShare": 0.539,
    },
    "place": {
        "placedCellCount": 163,
        "io_buffer_count": 64,
        "gp_congestion": 0.6394,
        "dpl_worst_slack_ps": 30.78,
    },
    "outcome": {
        "status": "finished, final reports clean",
    },
    "hold_path": {
        "hp-class": "in -> reg",
    },
}
[per-layer routing]
metal	GRT usage	wire (um)
met1	0.05029	801
met2	0.06053	694
met3	0.06119	502
met4	0.007958	39
met5	0	0
[cell type report]
class                   instances  area [um^2]  area share
well taps                      67        83.83     0.05971
clock buffers                   8        90.09     0.06417
flip-flops and latches         32        654.4      0.4661
repair buffers                 64        575.6      0.4100
[cell usage in the layout, fill, tap and decap left out, drive strengths merged]
| master | n |
|---|---|
| clkbuf | 21 |
| clkdlybuf4s15 | 19 |
| clkdlybuf4s50 | 32 |
| dfxtp | 32 |
[timing repair]
item	4_1_cts	5_1_grt
hold buffers	0	0
pin swaps	0	0
resized	67	21
endpoints found under the setup margin	32	17
[worst paths after layout]
check | startpoint | endpoint | depth (start not counted)
max | dataOut[15]$_DFF_P_ | dataOut[15] | 1
min | dataIn[3] | dataOut[3]$_DFF_P_ | 1
[kinds of logic (layout without fill, tap and decap cells)]
kind of cell  after synthesis  count (layout)  share of synthesized area
buf+inv                     0              72                          0
flops                      32              32                      1.000
[power by group through the flow]
stage | Combinational [uW] | Clock (uW) | Sequential, uW
5_1_grt | 213 | 1100 | 1370
4_1_cts | 215 | 1030 | 1360
6_report | 194 | 971 | 1360
[stage by stage]
step                area, um^2  power [uW]
floorplan                640.6        1370
global placement          1365        1631
detailed placement        1365        1633
CTS                       1459        2608
global route              1404        2684
finish                    1404        2530
Power is estimated from default activity; no workload was simulated.
