==> design.v <==
`timescale 1ns / 1ps
module Controller(
    input [5:0]op, funct,
    input clk, INT, NMI, INTD,
    output reg isBranch, pcWrite, lorD, MemWrite, output reg [1:0] MemtoReg, output reg IRWrite, INA,
    output reg [1:0]aluControl, aluSrcB, PCSource, output reg aluSrcA, RegWrite, output reg [1:0] RegDst, output reg isInterrupted);
    reg [4:0] state = 5'b01100, nextstate;  
    reg [1:0] aluOp;
    reg INTFlag = 0;
    reg NMIFlag = 0;
    parameter fetch=0;
    parameter decode=1;
    parameter memAddr=2;
    parameter memRead=3;
    parameter memWriteBack=4;
    parameter memWrite=5;
    parameter execute=6;
    parameter aluWriteBack=7;
    parameter branch=8;
    parameter jump=9;
    parameter addIExecute=10;
    parameter addIwriteBack=11;
    parameter preFetch=12;
    parameter jumpAndLinkRegister=13;
    parameter jumpRegister=14;
    parameter jumpAndLink=15;
    parameter sw = 6'b101011;
    parameter lw = 6'b100011;
    parameter beq = 6'b000100;
    parameter jumps = 6'b000010;
    parameter rType = 6'b000000;
    parameter iType1 = 6'b001100;
    parameter iType2 = 6'b001101;
    parameter iType3 = 6'b001110;
    parameter iType4 = 6'b001111;
    parameter jumpAndLinkFunct = 6'b000011;
    parameter jumpAndLinkRegisterFunct = 6'b001001;
    parameter jumpRegisterFunct = 6'b001000;
	initial 
	begin
		INA=0;
        isBranch=0;
        pcWrite=0;
        lorD=0;
        MemWrite=0;
        MemtoReg=0;
        IRWrite=0;
        aluControl=0;
        aluSrcB=0;
        PCSource=0;
        aluSrcA=0;
        RegWrite=0;
        RegDst=0;
        isInterrupted=0;
	end
    always@(posedge clk)
    begin
        state=nextstate;
    end
    always @(state, op, INT, NMI )
    begin
		if(INT == 1) INTFlag = 1; 
        if(NMI == 1) NMIFlag = 1; 
        case(state)
            preFetch:
            begin
                if(INTD == 1)
                begin
                    if(NMIFlag == 0)     
                    begin
                        isInterrupted = 1'b0;
                        nextstate = fetch;
                        INA = 0;
                        INTFlag = 0;NMIFlag = 0;
                    end
                    else     
                    begin
                        RegDst = 2'b10;
                        MemtoReg=2'b10;
                        isInterrupted = 1'b1;
                        INA = 0;
                        nextstate = fetch;
                        INTFlag = 0;NMIFlag = 0;
                    end 
                end
                else 
                begin
                    if (INTFlag == 0 & NMIFlag == 0 )    
                    begin
                        isInterrupted = 1'b0;
                        nextstate = fetch;
                        INA = 0;
                        INTFlag = 0;NMIFlag = 0;
                    end
                    else if (INTFlag == 1 & NMIFlag == 0 )    
                    begin
                        RegDst = 2'b10;
                        MemtoReg=2'b10;
                        isInterrupted = 1'b1;
                        INA = 1;
                        nextstate = fetch;
                        INTFlag = 0;NMIFlag = 0;
                    end
                    else if (INTFlag == 1 & NMIFlag == 1 )   
                    begin
                        RegDst = 2'b10;
                        MemtoReg=2'b10;
                        isInterrupted = 1'b1;
                        INA = 0;
                        nextstate = fetch;
                        INTFlag = 0;NMIFlag = 0;
                    end
                    else if (INTFlag == 0 & NMIFlag == 1 )   
                    begin
                        RegDst = 2'b10;
                        MemtoReg=2'b10;
                        isInterrupted = 1'b1;
                        INA = 0;
                        nextstate = fetch;
                        INTFlag = 0;NMIFlag = 0;
                    end
                end
            end
            fetch:
            begin
                aluSrcA=1'b0;
                lorD= 1'b0;
                IRWrite=1'b1;
                aluSrcB=2'b01;
                aluOp= 2'b00;
                pcWrite=1'b1;
                PCSource=2'b00;
                RegWrite = 1'b0;
                MemWrite=1'b0;
                isBranch= 1'b0;
                MemtoReg=2'b00;
                nextstate=decode;
            end
            decode:
            begin
                IRWrite=1'b0;
                aluSrcA=1'b0;
                aluSrcB=2'b11;
                pcWrite=1'b0;
                aluOp= 2'b00;
                if(op==lw | op==sw)
                begin
                    nextstate=memAddr;
                end
                if(op==rType)
                begin
                    nextstate=execute;
                end
                if(op==beq)
                begin
                    nextstate=branch;
                end
                if(op==jumps)
                begin
                    nextstate=jump;
                end
                if(op==jumpAndLinkFunct)
                begin
                    nextstate=jumpAndLink;
                end
                if( (op==iType1)| (op==iType2)| (op==iType3)| (op==iType4) )
                begin
                    nextstate=addIExecute;
                end
            end
            memAddr:
            begin
                aluSrcA = 1'b1;
                aluSrcB= 2'b10;
                aluOp = 2'b00;
                if(op==lw)
                begin
                    nextstate=memRead;
                end
                if(op==sw)
                begin
                    nextstate=memWrite;
                end
            end
            memRead:
            begin
                lorD = 1'b1;
                nextstate=memWriteBack;
            end
            memWriteBack:
            begin
                RegDst = 2'b00;
                RegWrite = 1'b1;
                MemtoReg= 2'b01;
                nextstate=preFetch;
            end
            memWrite:
            begin
                MemWrite=1'b1;
                lorD= 1'b1;
                nextstate=preFetch;
            end
            execute:
            begin
                aluSrcA= 1'b1;
                aluSrcB= 2'b00;
                aluOp = 2'b10;
                if(funct == jumpAndLinkRegisterFunct)
                begin
                    nextstate = jumpAndLinkRegister;
                end
                else if(funct == jumpRegisterFunct)
                begin
                  nextstate = jumpRegister;
                end
                else
                begin
                  nextstate = aluWriteBack;
                end
            end
            aluWriteBack:
            begin
                RegDst= 2'b01;
                RegWrite = 1'b1;
                MemtoReg = 2'b00;
                nextstate= preFetch;
            end
            branch:
            begin
                aluSrcA= 1'b1;
                aluSrcB= 2'b00;
                aluOp=2'b01;
                isBranch= 1'b1;
                PCSource = 2'b01;
                nextstate= preFetch;
            end
            jump:
            begin
                pcWrite= 1'b1;
                PCSource= 2'b10;
                nextstate= preFetch;
            end
            addIExecute:
            begin
                aluSrcA= 1'b1;
                aluSrcB= 2'b10;
                aluOp = 2'b00;
                nextstate = addIwriteBack;
            end
            addIwriteBack:
            begin
                RegDst= 2'b01;
                RegWrite = 1'b1;
                MemtoReg = 2'b00;
                nextstate= preFetch;
            end
            jumpAndLinkRegister:
            begin
              aluSrcA = 1;
              aluSrcB = 0;
              PCSource = 0;
              RegDst = 2'b11;
              MemtoReg = 2'b10;
              RegWrite = 1;
              aluOp = 2'b10;
              isBranch = 0;
              pcWrite = 0;
              lorD=0;
              MemWrite=0;
              IRWrite=0;
              nextstate= preFetch;
            end
            jumpRegister:
            begin
              aluSrcA = 1;
              aluSrcB = 0;
              PCSource = 0;
              RegWrite = 0;
              aluOp = 2'b10;
              isBranch=0;
              pcWrite=1;
              aluSrcB = 0;
              lorD=0;
              MemWrite=0;
              IRWrite=0;
              nextstate= preFetch;
            end
            jumpAndLink:
            begin
                lorD = 0;
                IRWrite=0;
                MemWrite=0;
                PCSource = 2'b10;
                pcWrite = 0;
                RegDst = 2'b11;
                MemtoReg = 2'b10;
                RegWrite = 1;
                aluOp = 2'b00;
                nextstate= preFetch;
            end
        endcase
    end
    always @(aluOp)
    begin
        if(aluOp == 2'b10)  
        begin
            case(funct)
                6'b100000:  
                begin
                    aluControl = 2'b10;
                end
                6'b100100:  
                begin
                    aluControl = 2'b00;
                end
                6'b100110:  
                begin
                    aluControl = 2'b01;
                end
                6'b100010:  
                begin
                    aluControl = 2'b11;
                end
                6'b001001:  
                begin
                    aluControl = 2'b10;
                end
				6'b001000:  
                begin
                    aluControl = 2'b10;
                end
                default : aluControl = 2'bz;
			endcase
        end
        else if(aluOp == 2'b00)
        begin
            aluControl = 2'b10;  
        end
        else if(aluOp == 2'b01) 
        begin
            aluControl = 2'b11;  
        end
        else
        begin
            aluControl = 2'bz;  
        end   
    end
endmodule
==> run.sh <==
#!/bin/bash
# OpenROAD 26Q1-2900-gdf79404cd8, Yosys 0.63+post, stock flow scripts
make -C /OpenROAD-flow-scripts/flow DESIGN_CONFIG=/design/flow/config.mk WORK_HOME=/design/flow/orfs finish
==> config.mk <==
export PLATFORM = sky130hd
export DESIGN_NAME = Controller
export DESIGN_NICKNAME = Controller
export VERILOG_FILES = /design/flow/design.v
export SDC_FILE = /design/flow/constraint.sdc
export NUM_CORES = 4
export LEC_CHECK = 1
export CORE_AREA = 10 10 89 89
export DIE_AREA = 0 0 99 99
==> constraint.sdc <==
current_design Controller

set clk_period 1.6
set clk_io_pct 0.2

create_clock -name clk0 -period $clk_period [get_ports {clk}]

set non_clock_inputs [all_inputs -no_clocks]
set_input_delay [expr $clk_period * $clk_io_pct] -clock clk0 $non_clock_inputs
set_output_delay [expr $clk_period * $clk_io_pct] -clock clk0 [all_outputs]
==> results.sh <==
# physical design summary
export IMPL_run_status="finished, final reports clean"
export IMPL_drive_gt1_share_pct=15.0
export IMPL_grt_max_degree=29
export IMPL_switchingPower_uw=82.5
export IMPL_avgSynthCellArea_sq_um=7.48
export IMPL_drcViolationCount=0
export IMPL_route_antenna_remaining_nets=0
export IMPL_max_slew_margin_pct=44.9
export IMPL_finalWorstPathRequiredPeriod_ps=1420
export IMPL_grt_antenna_before_repair=0
export IMPL_fp_coreArea_sq_um=5990
export IMPL_drtIter0Drc=138
export IMPL_crit_fanout=2
export IMPL_grt_setup_unrepaired="no"
export IMPL_netlist_instances=152
export IMPL_max_clock_path_buffers=2
export IMPL_final_seq_area_sq_um=455
export IMPL_fmax_mhz=702
export IMPL_nFillCells=631
export IMPL_cts_max_level=1
export IMPL_warnings=26
export IMPL_hold_class="in2out"
export IMPL_required_ps=1280
export IMPL_crit_type="in2out"
export IMPL_ir_worst_vdd_mv=0.118
export IMPL_asyncSetResetFlopFracSynth_pct=0
export IMPL_power_frac_clock_pct=51.6
export IMPL_placement_cell_area_sq_um=1540
export IMPL_netlist_area_sq_um=1140
export IMPL_worst_setup_path_end_kind="primary output"
export IMPL_core_util_floorplan_pct=19.0
export IMPL_first_pass_grt_wire_length_um=5710
export IMPL_post_route_cell_area_sq_um=1710
export IMPL_final_common_cell="sky130_fd_sc_hd__clkdlybuf4s50_1"
export IMPL_yosysCellCount=152
export IMPL_detail_route_antenna_diodes=0
export IMPL_first_global_vias=1140
export IMPL_finalWeightedCongestion=0.905
export IMPL_power_leakage_uw=0.000732
export IMPL_final_comb_area_sq_um=661
export IMPL_max_cap_check_violation_count=0
export IMPL_power_density_nw_per_um2=234
export IMPL_numCtsBuffers=3
export IMPL_timing_critical_path_from_type="input port"
export IMPL_post_drt_wl_per_cell_um=12.5
export IMPL_routed_via_count=1194
export IMPL_enable_flop_cells=0
export IMPL_cts_tree="built"
export IMPL_chipWidth_um=99
export IMPL_timing_final_max_slew_violations=0
export IMPL_hpwl_um=2490
export IMPL_routed_wirelength_um=3350
export IMPL_synth_warnings=21
export IMPL_worst_slew_pin_slew_ps=825
export IMPL_placementRows=28
export IMPL_power_share_sequential_pct=26.3
export IMPL_finalHoldViolations=0
export IMPL_io_buffers=34
export IMPL_timing_setup_tns_ps=0
export IMPL_finalClockPeriodUsage_pct=89.0
export IMPL_count_of_endpoints_without_a_timing_constraint=46
export IMPL_yosys_most_used_dff="sky130_fd_sc_hd__dlxtn_1"
export IMPL_post_drt_via_cell_ratio=4.46
export IMPL_unclocked_regs=25
export IMPL_intPower_uw=318
export IMPL_worstHoldPathCells=4
export IMPL_iteration_tally_of_the_first_detailed_router_pass=4
export IMPL_synth_yosys_chip_area_sq_um=1140
export IMPL_critPathArrivalTime_ps=1100
export IMPL_syn_to_final_growth_pct=50.5
export IMPL_pwr_share_comb_pct=22.1
export IMPL_die_area_sq_um=9800
export IMPL_ios=35
export IMPL_die_height_um=99
export IMPL_cts_root_buffer="sky130_fd_sc_hd__clkbuf_8"
export IMPL_ys_flops=29
export IMPL_p_sw_share_pct=20.6
export IMPL_number_of_unique_standard_cell_types_used_by_synthesis=41
export IMPL_global_route_usage_total_pct=6.71
export IMPL_grt_ovfl_total=0
export IMPL_setup_viol=0
export IMPL_layout_cells_most_common_list="sky130_fd_sc_hd__clkdlybuf4s50_1, sky130_fd_sc_hd__dlxtn_1, sky130_fd_sc_hd__nor2_1"
[power groups by stage]
stage / Combinational, uW / Clock, uW / Sequential [uW]
4_1_cts: 83.4 / 212 / 105
6_report: 88.5 / 207 / 105
5_1_grt: 97.2 / 224 / 105
[sequential cells by signal (all words and copies together), names as in the netlist]
signal	count
MemWrite	1
PCSource	2
aluOp	2
IRWrite	1
isBranch	1
state	4
lorD	1
aluSrcB	2
INA	1
NMIFlag	1
isInterrupted	1
INTFlag	1
RegWrite	1
nextstate	4
aluSrcA	1
RegDst	2
pcWrite	1
MemtoReg	2
[critical path: stages]
cell                             delay (ps)
sky130_fd_sc_hd__dlymetal6s2s_1         130
sky130_fd_sc_hd__nand2b_4               150
sky130_fd_sc_hd__nor4_4                 260
sky130_fd_sc_hd__nand4bb_1              150
sky130_fd_sc_hd__dlymetal6s2s_1         100
[per-stage QoR]
stage	hold slack [ps]	utilization [%]	total power, uW	setup slack (ps)	cells
global placement	1670	25.7	182	-527	251
finish	1080	28.6	401	176	268
detailed placement	1670	25.7	183	-537	251
global route	1140	28.6	427	71.1	268
floorplan	740	-	128	374	152
CTS	1370	28.1	401	-387	266
[cells in the mapped netlist, types with 2 or more instances]
cell                       count  area share (%)
sky130_fd_sc_hd__a21boi_0      2             1.3
sky130_fd_sc_hd__dfxtp_1       4             7.0
sky130_fd_sc_hd__clkbuf_1     10             3.3
sky130_fd_sc_hd__nand2b_1      7             3.9
sky130_fd_sc_hd__and2_1        2             1.1
sky130_fd_sc_hd__nor3_1        4             1.8
sky130_fd_sc_hd__buf_2         2            0.88
sky130_fd_sc_hd__nor4_1        4             2.2
sky130_fd_sc_hd__nand3_1       3             1.3
sky130_fd_sc_hd__a211o_1       2             1.5
sky130_fd_sc_hd__dlxtn_1      25              33
sky130_fd_sc_hd__o21a_1        2             1.3
sky130_fd_sc_hd__nor2b_1       5             2.8
sky130_fd_sc_hd__nand2_1       6             2.0
sky130_fd_sc_hd__o21ai_0       7             3.1
sky130_fd_sc_hd__or2_1         2             1.1
sky130_fd_sc_hd__inv_1         2            0.66
sky130_fd_sc_hd__xor2_1        2             1.5
sky130_fd_sc_hd__nor2_1       23             7.6
sky130_fd_sc_hd__a21oi_1      17             7.5
[metal layers]
layer  routed length, um  vias up  GRT usage (%)
met5                   0        -              0
met4                  34        0          0.992
met3                 292        2           1.62
met2                1440       41           10.1
met1                1590      536           9.71
li1                    -      615              -
[cell type report]
type | count | share of cell area (%)
multi-input combinational | 108 | 38.6
sequential | 29 | 26.6
timing repair buffer | 50 | 26.2
tap | 75 | 5.48
clock buffer | 3 | 2.41
inverter | 3 | 0.658
[cells by family (layout without fill, tap and decap cells)]
family	Yosys count	in the layout	synth area share, %
latches	25	25	33.0
compound gates	41	41	22.6
buf+inv	15	56	5.17
simple gates	64	64	29.9
flops	4	4	7.04
xor+xnor	3	3	2.31
[path summary, 6_finish.rpt]
kind      from       endpoint  slack, ps
max   funct[2]  aluControl[1]        180
min   funct[2]  aluControl[1]       1080
[timing repair]
| item | 4_1_cts | 5_1_grt |
|---|---|---|
| pin swaps | 3 | 4 |
| hold buffers | 0 | 0 |
| gates resized | 17 | 8 |
| setup endpoints to repair | 2 | 2 |
| buffers inserted | 12 | 2 |
Power figures rest on the tool's default switching activity, not on a simulated workload.
