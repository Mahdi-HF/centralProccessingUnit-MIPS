## /design/flow/run.sh

```bash
#!/bin/bash
# OpenROAD 26Q1-2900-gdf79404cd8, Yosys 0.63+post, stock flow scripts
make -C /OpenROAD-flow-scripts/flow DESIGN_CONFIG=/design/flow/config.mk WORK_HOME=/design/flow/orfs finish
```

## /design/flow/config.mk

```make
export PLATFORM = sky130hd
export DESIGN_NAME = ShiftRegisterEnable
export DESIGN_NICKNAME = ShiftRegisterEnable
export VERILOG_FILES = /design/flow/design.v
export SDC_FILE = /design/flow/constraint.sdc
export NUM_CORES = 4
export LEC_CHECK = 1
export CORE_AREA = 10 10 86 86
export DIE_AREA = 0 0 96 96
```

## /design/flow/constraint.sdc

```tcl
current_design ShiftRegisterEnable

set clk_period 1.0
set clk_io_pct 0.2

create_clock -name clk0 -period $clk_period [get_ports {clk}]

set non_clock_inputs [all_inputs -no_clocks]
set_input_delay [expr $clk_period * $clk_io_pct] -clock clk0 $non_clock_inputs
set_output_delay [expr $clk_period * $clk_io_pct] -clock clk0 [all_outputs]
```

## /design/flow/design.v

```verilog
`timescale 1ns / 1ps
module ShiftRegisterEnable( 
    input [31:0] dataIn, input clk, control, 
    output reg [31:0] dataOut ); 
    always @(posedge clk)  
    begin  
        if(control==1'b1)
        begin
			dataOut <= dataIn;
        end
    end
endmodule
```

==> flow_summary.toml <==
# physical design summary
[run_status]
outcome = "finished, final reports clean"

[pwr]
peakVddDrop_v = 0.000525
p_leak_nw = 0.636
power_density_nw_per_um2 = 1680

[synth]
area_leaders = "edfxtp_1 100%"
ys_area_um2 = 961
netlist-cell-type-count = 1
ys_cells = 32
synthCells = 32
netlist.area_leader.share_pct = 100
ys_seq_elements = 32
synthesis.area_um2 = 961
synth_area_per_cell_um2 = 30.0
postSynthSeqShare_pct = 100
largest_area_cell = "edfxtp_1"
ys_warn_count = 1

[grt]
gr-total-overflow = 0
track_usage_pct = 5.58
antenna_found_initial = 0
grt_max_degree = 21
grt_pass1_wl_um = 3770
grt_pass1_vias = 664

[place]
place.gp.congestion = 0.742
dpl.hpwl_um = 2090
dp_cells = 171
io_buffers = 65

[drt]
post_drt_via_cell_ratio = 3.27
drt_iter0_markers = 15
wirelength_um = 2580
drt-pass1-iter-count = 3
drc = 0
drtAntennaViolNets = 0
vias = 586
routedWlPerCell_um = 14.4
num_antenna_cells = 0

[critical_path]
critPathKind = "flip-flop to output port"
cp.required_ns = 0.80
slowest_delay_ns = 0.36
arrival_ns = 0.77
critPathTopFamily = "flip-flops"
path_buffers = 1
crit_chain = "buf_2"
cp_slowest_cell = "edfxtp_1"
start_kind = "flip-flop"
crit_path_max_fanout = 1
endpoint_kind = "output port"

[finish]
top_regs = "dataOut x32"
largest_register_ffs = 32
final_core_util_pct = 30.0
top_register = "dataOut"
logic_area_um2 = 0
logic_gates = 0
layout_top_cells = "32 x edfxtp_1, 32 x clkdlybuf4s50_1, 32 x buf_2, 5 x clkbuf_8"
drive_above_1_share_pct = 36.4
layoutNonFillerInstCount = 179
area_growth_pct = 73.2

[cts]
clock_sinks = 32
cts_tree = "done"
root_buffer = "clkbuf_8"
cts_buffers = 5
cts.htree.levels = 2
clk_path_buf_depth = 2
cts_hold_buf = 0
path_clk_slew_ns = 0.07

[final_timing]
slew_headroom_pct = 85.2
drv_slew = 0
finalSetupTns_ns = 0
tightest_slew_ns = 0.221
rsz0062_at_grt = "yes"
finalSetupViolCount = 0
period_minus_slack_ns = 0.971
hold_viol = 0
finalCritPeriodShare_pct = 97.1
clock.fmax_ghz = 1.03

[floorplan]
core_area_um2 = 5540
row_count = 27
fp-utilization_pct = 17.3
dieArea_um2 = 9220
io_pins = 66
die_y_um = 96
fp.dieW_um = 96

[hold_path]
hold_class = "input pin to flip-flop"

[run]
warning_count = 26
maxCapViolCount = 0
## what timing repair did
item | 4_1_cts | 5_1_grt
pin swaps | 0 | 0
endpoints found under the setup margin | 32 | 20
gates resized | 99 | 1
buffers inserted | 0 | 0
## metal layers
layer	part of all wire, %	track usage [%]	wire length (µm)
met1	37	6.33	948
met2	47	8.63	1210
met3	15	4.01	379
met4	1.6	0.860	42
met5	0	0	0
## synthesized netlist by cell type
library cell / n
edfxtp_1: 32
## worst paths after layout
kind	end	start	depth (start not counted)	slack (ns)
min	dataOut[24]$_DFFE_PP_	control	2	0.42
max	dataOut[23]	dataOut[23]$_DFFE_PP_	1	0.03
## cells by family after synthesis
logic type  after synthesis  share of synthesized area [%]
flip-flops               32                            100
## report_power, final
group          internal, mW  total (mW)  leakage (nW)  switching [mW]
clock                 0.484       0.929        0.0399           0.445
combinational         0.187       0.250         0.283          0.0625
sequential             1.59        1.61         0.313          0.0207
## cell type report
type / count / area [µm²]
fillers: 572 / 3880
flip-flops and latches: 32 / 961
repair buffers: 67 / 533
well taps: 72 / 90.1
clock buffers: 7 / 76.3
clock inverters: 1 / 3.75
## through the flow
| stage | area [µm²] | power (mW) | hold WS (ns) | worst slack [ns] |
|---|---|---|---|---|
| after floorplan | 961 | 1.62 | 0.299 | 0.501 |
| after CTS | 1660 | 2.86 | 0.459 | 0.00166 |
| after detailed placement | 1740 | 2.00 | 0.758 | -0.290 |
| final | 1660 | 2.79 | 0.422 | 0.0288 |
| after global placement | 1740 | 2.00 | 0.756 | -0.278 |
| after global routing | 1660 | 2.94 | 0.429 | -0.0228 |
Power is estimated from default activity; no workload was simulated.
